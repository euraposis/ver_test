[./config.mk]
export PLATFORM = sky130hd
export DESIGN_NAME = uart_clock
export DESIGN_NICKNAME = uart_clock
export VERILOG_FILES = /design/flow/design.v
export SDC_FILE = /design/flow/constraint.sdc
export NUM_CORES = 4
export LEC_CHECK = 1
export CORE_AREA = 10 10 107 107
export DIE_AREA = 0 0 117 117
[./constraint.sdc]
current_design uart_clock

set clk_period 7.3
set clk_io_pct 0.2

create_clock -name clk0 -period $clk_period [get_ports {clk}]

set non_clock_inputs [all_inputs -no_clocks]
set_input_delay [expr $clk_period * $clk_io_pct] -clock clk0 $non_clock_inputs
set_output_delay [expr $clk_period * $clk_io_pct] -clock clk0 [all_outputs]
[./design.v]
module clock_divider(
    input clk,
    input reset,
    input [31:0] divisor,
    output reg clk_div
);
        reg [32:0] counter;
        always @ (posedge clk or posedge reset) begin
            if (reset) begin
                counter <= 0;
                clk_div <= 0;
            end else begin
                counter <= counter + 32'b01;
                if (counter == (divisor - 1)) begin
                    counter <= 0;
                    clk_div <= ~clk_div;
                end
            end
        end
endmodule
module uart_clock(
  input reset,
  input clk,
  output tx
);
    wire div_clock;
    wire uart_t_clock;
    reg [7:0] data;
    UART_TX uart (
        .clk(uart_t_clock),
        .reset(reset),
        .data(data),
        .start(div_clock),
        .tx(tx)
    );
    clock_divider divider (
        .clk(clk),
        .reset(reset),
        .divisor(32'd20000),
        .clk_div(div_clock)
    );
    clock_divider uart_divider (
        .clk(clk),
        .reset(reset),
        .divisor(32'd625),
        .clk_div(uart_t_clock)
    );
    always @ (posedge div_clock or posedge reset) begin
		if (reset) begin
			data <= 0;
		end else begin
			data <= data + 1;
		end
    end
endmodule
module UART_TX(
    input clk,
    input reset,
    input [7:0] data,
    input start,
    output reg tx,
    output reg [2:0] state
);
        reg [7:0] data_buffer;
        reg [2:0] bitcounter;
        always @ (posedge start) begin
            if (state == 0) begin
                state <= 1;
            end 
        end
        always @ (posedge clk or posedge reset) begin
            if (reset) begin
                bitcounter <= 0;
                tx <= 1;
                state <= 0;
            end else begin
                case (state)
                    1: begin
                        data_buffer <= data;
                        tx <= 0;  
                        state <= 2; 
                    end
                    2: begin
                        tx <= data_buffer[bitcounter];
                        bitcounter <= bitcounter + 1;
                        if (bitcounter == 7) begin
                            bitcounter <= 0;
                            state <= 3;
                        end
                    end
                    3: begin
                        tx <= 1;  
                        state <= 0;
                    end
                endcase
            end
        end
endmodule
[./run.sh]
#!/bin/bash
# OpenROAD 26Q1-2900-gdf79404cd8, Yosys 0.63+post, stock flow scripts
make -C /OpenROAD-flow-scripts/flow DESIGN_CONFIG=/design/flow/config.mk WORK_HOME=/design/flow/orfs finish
==> results.toml <==
# physical design summary
[status]
status = "complete, no violations"

[yosys]
ys_seq_share_pct = 51.3
synth_warnings = 9
synth_cells = 156
avgSynthCellArea_um2 = 11.0
synth_cell_types = 25
flop_cell = "dfrtp_1"
syn_area_um2 = 1710
yosys_area_um2 = 1710
ys_ff = 35
ys_async_sr_fraction_pct = 100
edf_count = 0
ys_cells = 156

[timing]
untimed_endpoints = 1
setup_viol = 0
unclocked_regs = 1
fin_crit_ns = 1.95
setup-tns-final_ns = 0
max_freq_mhz = 514
timing.final.ws_setup_ns = 5.35
worst_pin_slew_ns = 0.919
rsz0062_at_grt = "false"
finalClockPeriodUsage_pct = 26.7
hold_viol_final = 0
max-slew-margin-rel_pct = 38.5
clock_skew_ns = 0.00287
final_max_slew_viol_count = 0

[floorplan]
fp-utilization_pct = 18.6
core_um2 = 9200
dieArea_um2 = 13700
die_h_um = 117
io_pins = 3
die_w_um = 117
rows = 35

[grt]
grt_pass1_vias = 1115
grt_overflow = 0
grt_use_total_pct = 4.53
grt_max_degree = 36
grt_pass1_wl_um = 5150
grt_antenna_before_repair = 0

[min_path]
hold_class = "flip-flop to flip-flop"

[routing]
route.vias.total = 1119
ant_nets = 0
drc = 0
wl_um = 2910
wl_per_cell_um = 10.6
first_iter_violations = 57
via_per_inst = 4.07
first_pass_iters = 4
n_antenna_cell = 0

[clock_network]
cts_setup_buffers = 0
cts_resized = 0
cts-hold-fix-buffers = 0
worstSkewPairLatency_ns = 0.28
htreeDepth = 2
cts_tree = "built"
clockRootBuffer = "clkbuf_8"
ctsLongestPathBuffers = 2
clk_pin_slew_ns = 0.06
numCtsBuffers = 5

[power_and_ir_drop]
powerDensity_nw_per_um2 = 165
ir_drop_mv = 0.0604
p_leak_uw = 0.000835

[placed_design]
place.gp.congestion = 0.777
dpl.cell_count = 268
hpwl_um = 1960
port_buffers = 2
dp_worst_setup_slack_ns = 5.07

[setup_path]
crit_top_cell = "nand4_1"
endpoint_kind = "flip-flop"
startpoint_type = "flip-flop"
worstPathArrival_ns = 2.11
max_stage_delay_ns = 0.76
worstSetupPathType = "flip-flop to flip-flop"
path_cells = "nand4_1 -> nor2_1 -> nand4_1 -> xnor2_1"
slowest_stage = "nor2_1"
critical_path.max_fanout = 11
required_ns = 7.46

[flow_run]
maxCapViolCount = 0
warnings = 26

[final_layout]
drive_gt1_share_pct = 9.15
syn_to_final_growth_pct = 13.9
final-instance-count-excl-fill = 275
[synth_stat cells, types with 2 or more instances]
cell	number	area share, %
nand4b_1	2	1.0
dfrtp_1	34	50
nor2_1	13	2.9
nand3_1	11	3.2
xnor2_1	28	14
xor2_1	4	2.0
and3_1	4	1.5
nor3_1	4	1.2
nor4_4	3	3.7
nor4b_2	2	1.8
nand4_1	12	4.4
and4_1	3	1.5
nand2_1	14	3.1
nor4_1	5	1.8
inv_1	6	1.3
ha_1	2	1.5
[cell usage in the layout, fill, tap and decap left out, drive strengths merged, types with 2 or more instances in the layout]
cell            n
clkdlybuf4s50   2
nor4b           2
nand3          11
nand2          14
clkbuf          7
and3            4
nor3            4
inv             6
nand4          13
ha              2
xnor2          28
nand4b          2
nor4            8
nor2           13
buf             2
and4            4
dfrtp          34
xor2            4
[final timing paths]
| path | startpoint | end | slack (ns) | depth (start not counted) |
|---|---|---|---|---|
| setup / recovery | uart_divider.counter[2] | uart_divider.counter[25] | 5.35 | 4 |
| hold / removal | uart_divider.clk_div | uart_divider.clk_div | 0.47 | 1 |
| max in group asynchronous | reset | uart_divider.counter[18] | 5.40 | 3 |
| hold reg to reg | uart_divider.clk_div | uart_divider.clk_div | 0.47 | 1 |
| setup reg to reg | uart_divider.counter[2] | uart_divider.counter[25] | 5.35 | 4 |
| min in group asynchronous | reset | uart_divider.counter[28] | 1.58 | 3 |
[area by class of cell]
cell class | count | area, um^2
clock buffers | 7 | 76.3
fillers | 979 | 7250
inverters | 6 | 22.5
multi-input cells | 112 | 798
flip-flops and latches | 35 | 877
well taps | 111 | 139
repair buffers | 4 | 35.0
[report_power, final]
| group | total (uW) | internal, uW | switching [uW] | leakage [uW] |
|---|---|---|---|---|
| combinational | 4.65 | 0.857 | 3.79 | 0.000321 |
| sequential | 189 | 189 | 0 | 0.000476 |
| clock | 128 | 65.6 | 62.4 | 0.0000383 |
| total | 321 | 255 | 66.2 | 0.000835 |
[sequential cells by signal, summed over array words and instances, names as in the netlist]
register	cells
uart_divider.counter	33
uart.tx	1
uart_divider.clk_div	1
[worst max-delay path, delay by kind of cell, from the launching register on]
kind             cells  cell delay, ns
flip-flops           1            0.44
AND/OR/NAND/NOR      3            1.20
XOR/XNOR             1            0.18
[cells by family (layout without fill, tap and decap cells)]
family / Yosys count / in the layout / synth area share, %
and+or+nand+nor: 77 / 77 / 28.6
DFF: 35 / 35 / 51.3
xor gates and xnor gates: 32 / 32 / 16.4
buffers and inverters: 9 / 17 / 2.05
adders and majority gates: 2 / 2 / 1.46
other: 1 / 1 / 0.219
[routing by layer]
layer  share of wire [%]  track usage [%]
met5                   0                0
met4                 1.8            0.824
met3                 3.5             1.44
met2                  43             6.71
met1                  52             6.45
[per-stage QoR]
| stage | hold slack, ns | power [uW] | area [um^2] | util (%) |
|---|---|---|---|---|
| 2_1_floorplan | 0.437 | 195 | 1710 | - |
| 3_3_place_gp | 0.451 | 197 | 1870 | 20.4 |
| 3_5_place_dp | 0.462 | 197 | 1870 | 20.4 |
| 4_1_cts | 0.473 | 326 | 1950 | 21.2 |
| 5_1_grt | 0.495 | 335 | 1950 | 21.2 |
| 6_report | 0.466 | 321 | 1950 | 21.2 |
Power figures rest on the tool's default switching activity, not on a simulated workload.
